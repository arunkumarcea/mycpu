==> config.mk <==
export PLATFORM = sky130hd
export DESIGN_NAME = alu
export DESIGN_NICKNAME = alu
export VERILOG_FILES = /design/flow/design.v
export SDC_FILE = /design/flow/constraint.sdc
export NUM_CORES = 4
export LEC_CHECK = 1
export CORE_AREA = 10 10 103 103
export DIE_AREA = 0 0 113 113
==> design.v <==
module alu 
#(
parameter m = 8,
parameter Noop	=	4'd0,
parameter Addr	=	4'd1,
parameter Subt	=	4'd2,
parameter IncL	=	4'd3,
parameter IncR	=	4'd4,
parameter DecL	=	4'd5,
parameter DecR	=	4'd6,
parameter lAnd	=	4'd7,
parameter lOr	=	4'd8,
parameter lNot	=	4'd9,
parameter ShtL	=	4'd10,
parameter RotR	=	4'd11,
parameter GoL	=	4'd12,
parameter GoR	=	4'd13,
parameter Out0	=	4'd14,
parameter Out1	=	4'd15
)
(
input	[3:0]	OpAlu,
input	[m-1:0] A,
input clk,reset,
input	[m-1:0] B,
output  [m-1:0] ResBus,
output  [3:0]   alustat
);
reg C_flag,Z_flag,O_flag,N_flag;
wire Csh;  
wire [m-1:0]	Noop_signal;
wire [m-1:0]	Addr_signal;
wire [m-1:0]	Subt_signal;
wire [m-1:0]	IncL_signal;
wire [m-1:0]	IncR_signal;
wire [m-1:0]	DecL_signal;
wire [m-1:0]	DecR_signal;
wire [m-1:0]	lAnd_signal;
wire [m-1:0]	lOr_signal;
wire [m-1:0]	lNot_signal;
wire [m-1:0]	ShtL_signal;
wire [m-1:0]	RotR_signal;
wire [m-1:0]	GoL_signal;
wire [m-1:0]	GoR_signal;
wire [m-1:0]	Out0_signal;
wire [m-1:0]	Out1_signal;
reg [m-1:0] aluout;
reg [m-1:0] addinL,addinR,A2,B2;
reg Carry_alu_out;
wire Carry_overflow_out;
reg [m-1:0] Arith_signal;
reg [m-1:0] twoscompLout,twoscompRout;
reg [m-1:0] A2_bar,B2_bar;
reg C_update_flag;
reg N_update_flag;
reg Z_update_flag;
reg O_update_flag;
assign Noop_signal 	=	{m{1'b0}};
assign lAnd_signal	=	A & B;
assign lOr_signal	= A | B;
assign lNot_signal	=	~ A;
assign ShtL_signal = A << 1;
assign Csh = A[m-1]; 			 
assign RotR_signal = {A[0],A[m-1:1]};
assign GoL_signal	=	A;   
assign GoR_signal	=	B;	 
assign Out0_signal	=	{m{1'b0}};   
assign Out1_signal	=	{m{1'b1}};	 
always@(*)
begin
case(OpAlu)
Addr	:	begin
			B2 = B; 
			A2=A;
			addinL=A2;
			addinR=B2;
			end
Subt	:	begin
			B2 = B; 
			A2=A;
			addinL=A2;
			addinR=twoscompRout;
			end
IncL	:	begin
			B2 = 1; 
			A2=A;
			addinL=A2;
			addinR=B2;
			end
IncR	:	begin
			B2 = B; 
			A2=1;
			addinL=A2;
			addinR=B2;
			end
DecL	:	begin
			B2 = 1; 
			A2=A;
			addinL=A2;
			addinR=twoscompRout;
			end
DecR	:	begin
			B2 = B; 
			A2=1;
			addinL=twoscompLout;
			addinR=B2;
			end
default:	begin
			B2 = B;
			A2=A;
			addinL=A2;
			addinR=B2;
			end
endcase
case(OpAlu)
Noop	:	begin
			aluout =Noop_signal;
			end
Addr,Subt,
IncL,IncR,DecL,
DecR	:	begin
			aluout=Arith_signal;
			end
lAnd	:   begin
			aluout=lAnd_signal;
			end
lOr		:   begin
			aluout=lOr_signal;
			end
lNot	:   begin	
			aluout=lNot_signal;
			end
ShtL	:   begin	
			aluout=ShtL_signal;
			end
RotR	:   begin	
			aluout=RotR_signal;
			end
GoL		:   begin
			aluout=GoL_signal;
			end
GoR		:   begin	
			aluout=GoR_signal;
            end
Out0	:   begin		
			aluout=Out0_signal;
            end
Out1	:   begin
			aluout=Out1_signal;
		    end
default:	begin
			aluout=Arith_signal;
			end
endcase
end
always@(*)
begin
A2_bar=~(A2);
B2_bar=~(B2);
twoscompLout=A2_bar+{m{1'd1}};
twoscompRout=B2_bar+{m{1'd1}};
end
always@(*)
begin
{Carry_alu_out,Arith_signal}=addinL+addinR+C_flag;
end
assign Carry_overflow_out=addinL[m-1] ^ addinR[m-1] ^ Carry_alu_out ^ Arith_signal[m-1];
always@(*)
begin
if(aluout==0)
Z_update_flag=1;
else
Z_update_flag=Z_flag;
if(Csh==1 | Carry_alu_out==1)
C_update_flag=1;
else
C_update_flag=C_flag;
if(Carry_overflow_out==1)
O_update_flag=1;
else
O_update_flag=O_flag;
end
always@(posedge clk or negedge reset)
begin
if (!(reset))
begin
C_flag <= 0;
N_flag <= 0;
Z_flag <= 0;
O_flag <= 0;
end
else
begin
C_flag <= C_update_flag;
N_flag <= N_update_flag;
Z_flag <= Z_update_flag;
O_flag <= O_update_flag;
end
end
assign ResBus=aluout;
assign alustat={C_flag,N_flag,Z_flag,O_flag};
endmodule
==> run.sh <==
#!/bin/bash
# OpenROAD 26Q1-2900-gdf79404cd8, Yosys 0.63+post, stock flow scripts
make -C /OpenROAD-flow-scripts/flow DESIGN_CONFIG=/design/flow/config.mk WORK_HOME=/design/flow/orfs finish
==> constraint.sdc <==
current_design alu

set clk_period 8.9
set clk_io_pct 0.2

create_clock -name clk0 -period $clk_period [get_ports {clk}]

set non_clock_inputs [all_inputs -no_clocks]
set_input_delay [expr $clk_period * $clk_io_pct] -clock clk0 $non_clock_inputs
set_output_delay [expr $clk_period * $clk_io_pct] -clock clk0 [all_outputs]
==> highlights.md <==
Floorplanning
* **horizontal extent of the die** 113 µm
* **placeable core area** 8300 µm²
* **core utilization at floorplan** 20.0%
* **total number of placement rows** 33
* **vertical die dimension** 113 µm
* **chip area** 12800 µm²
* **top-level port count** 34

Route
* **final wirelength** 5760 µm
* **Iter 0 DRT Violations** 213
* **drt wl/cell** 14.8 µm
* **detailed-route vias per instance** 5.21
* **final antenna-violating net count** 0
* **residual DRC count** 0
* **n_diodes** 0
* **via count** 2030
* **DR pass1 iterations** 5

Final layout
* **share of layout cells above drive strength 1** 5.61%
* **synth-to-layout area growth** 24.8%
* **fillcell total** 898
* **final design area excluding fillers** 2070 µm²

Logic synthesis
* **Adders+Majority by Area** 9.19%
* **number of different library cells in the post-synthesis netlist** 61
* **combinational family with the most area after synthesis** simple AND/OR/NAND/NOR gates
* **largest cells by area after synthesis** sky130_fd_sc_hd__nand2_1, sky130_fd_sc_hd__ha_1, sky130_fd_sc_hd__o21ai_0, sky130_fd_sc_hd__nor2_1, sky130_fd_sc_hd__a21oi_1
* **Syn Area/Cell** 6.27 µm²
* **EDFF count, synth** 0
* **Post-synth top flop** sky130_fd_sc_hd__dfrtp_1
* **cell type with the largest total area after synthesis** sky130_fd_sc_hd__nand2_1
* **chip area from the yosys synthesis statistics** 1660 µm²
* **post-synthesis xor/xnor area fraction** 3.16%
* **yosys cell count** 265
* **yosys aoi share** 35.5%
* **Syn Inst Count** 265
* **synthesized cell area** 1660 µm²
* **async set-or-reset flop fraction in the synthesized netlist** 100%
* **Yosys warnings** 2
* **sequential share of the synthesized area** 4.52%
* **FF+latch count, synth** 3
* **MUX share of area** 1.88%
* **Area leader share** 7.91%
* **area fraction in and, or, nand and nor cells after synthesis** 35.7%

Global route
* **wire length of the first global-routing pass** 9560 µm
* **GRT Util Overall** 8.62%
* **met1 demand-to-capacity share in global routing** 12.9%
* **maximum number of pins on one net before global-route repair** 40
* **Most Used Layer, Global Route** met1
* **initial antenna violation count** 0
* **final global-route overflow total** 0
* **vias in the first global route** 1876
* **met2 usage** 12.7%
* **routing usage on met3** 1.01%

STA
* **peak clock frequency supported by timing** 127 MHz
* **post-layout minimum cycle time** 7.85 ns
* **Max Clock Skew** 0.00211 ns
* **setup tns final** 0 ns
* **share of the clock period used by the worst path after layout** 88.2%
* **Hold Worst Slack** 0.480 ns
* **pins over their slew limit** 0
* **Tightest Pin Transition** 0.520 ns
* **relative slew slack** 65.2%
* **count of endpoints failing hold in the final timing report** 0
* **count of endpoints failing setup in the final report** 0
* **setup repair after global routing missed its margin** false

Placement
* **placed cell area** 2030 µm²
* **global placer's final weighted congestion** 0.976
* **HPWL reported at the end of detailed placement** 4390 µm
* **# port buffers** 32

CTS
* **number of post-CTS setup repair buffers** 0
* **CTS-repair resized insts** 0
* **number of clock sinks** 3
* **clock root cell** sky130_fd_sc_hd__clkbuf_8
* **clock transition time at the flip-flop clock pins of the worst setup and hold paths** 0.03 ns
* **number of levels in the clock H-tree** 1
* **clock tree from TritonCTS** built
* **CTS Hold Buffers Added** 0
* **Bufs on Longest Clock Path** 2
* **Skew-Pair Late Insertion Delay** 0.21 ns
* **TritonCTS buffer count** 3

Worst setup path
* **maximum fanout count along the critical path** 31
* **type of element launching the critical path** input port
* **Critical Setup Path Class** in2out
* **worst path arrival time** 6.07 ns
* **capturing element type of the critical path** output pin
* **required time worst endpoint** 7.12 ns

Job
* **number of warnings the tools reported** 25
* **tally of max-capacitance violations** 0

Hold path
* **type of the worst min-delay path** reg2reg

Power and ir drop
* **cell leakage power** 0.818 nW
* **total power per unit cell area** 83.9 nW/µm²
* **peak supply drop** 119 µV

Run status
* **outcome** completed

## critical path: stages
cell and delay, ns:
sky130_fd_sc_hd__clkdlybuf4s50_1 0.45, sky130_fd_sc_hd__buf_4 0.32, sky130_fd_sc_hd__xnor2_1 0.09, sky130_fd_sc_hd__or3_1 0.37, sky130_fd_sc_hd__and2_1 0.19, sky130_fd_sc_hd__ha_1 0.24, sky130_fd_sc_hd__and3_1 0.24, sky130_fd_sc_hd__a311oi_1 0.27
sky130_fd_sc_hd__a41oi_1 0.08, sky130_fd_sc_hd__o221ai_1 0.23, sky130_fd_sc_hd__ha_1 0.31, sky130_fd_sc_hd__a2111oi_0 0.38, sky130_fd_sc_hd__a21oi_1 0.19, sky130_fd_sc_hd__xnor2_1 0.16, sky130_fd_sc_hd__a32oi_1 0.24, sky130_fd_sc_hd__clkdlybuf4s50_1 0.54
## routing by layer
layer	vias up	wire length [µm]
met1	941	2950
met5	-	0
met2	81	2410
met4	0	106
li1	998	-
met3	10	293
## final timing paths
kind	start	end	slack, ns	cells past startpoint
min in group asynchronous	reset	C_flag$_DFFE_PN0P_	1.75	1
worst max-delay path	OpAlu[2]	ResBus[7]	1.05	16
max in group asynchronous	reset	Z_flag$_DFFE_PN0N_	7.01	1
worst max register to register	C_flag$_DFFE_PN0P_	Z_flag$_DFFE_PN0N_	6.20	7
worst min register to register	Z_flag$_DFFE_PN0N_	Z_flag$_DFFE_PN0N_	0.48	2
worst min-delay path	Z_flag$_DFFE_PN0N_	Z_flag$_DFFE_PN0N_	0.48	2
## state kept, by name (all words and copies together), names as in the netlist
| register | flops |
|---|---|
| O_flag | 1 |
| Z_flag | 1 |
| C_flag | 1 |
## cells in the mapped netlist (all sizes together), types with 2 or more instances
master	number
nand2	36
nor2	30
o21ai	23
a21oi	18
buf	17
inv	13
nand2b	11
nand3	11
ha	9
nor3	8
o211ai	7
and3	5
nor2b	5
o221ai	5
a211oi	4
a21o	4
a31oi	4
a221o	3
a22oi	3
clkbuf	3
dfrtp	3
xnor2	3
xor2	3
and2	2
fa	2
mux2i	2
nand3b	2
nor3b	2
o22ai	2
o311ai	2
or3	2
## kinds of logic (layout without fill, tap and decap cells)
group | count (synthesis) | after routing
and+or+nand+nor | 120 | 120
AOI/OAI and AO/OA | 88 | 88
buffers and inverters | 33 | 53
adders and majority gates | 11 | 11
xor gates and xnor gates | 6 | 6
muxes | 3 | 3
DFF | 3 | 3
other | 1 | 1
## through the flow
stage	worst slack [ns]	power, mW	utilization [%]	std cells
2_1_floorplan	2.37	0.0896	-	265
3_3_place_gp	1.19	0.134	24.4	386
3_5_place_dp	1.10	0.134	24.4	386
4_1_cts	1.08	0.174	25.0	390
5_1_grt	0.748	0.191	25.0	390
6_report	1.05	0.174	25.0	390
## final cells by class
cell class,instances,area (µm²),share of cell area (%)
Timing Repair Buffer,36,350,16.9
Tap cell,105,131,6.34
Clock buffer,4,45.0,2.17
Sequential cell,3,75.1,3.62
Inverter,13,48.8,2.35
Multi-Input combinational cell,229,1420,68.6
## layout by cell type, fill, tap and decap left out, types with 2 or more instances in the layout
cell / synthesis / final
sky130_fd_sc_hd__xnor2_1: 3 / 3
sky130_fd_sc_hd__o311ai_0: 2 / 2
sky130_fd_sc_hd__buf_4: 7 / 4
sky130_fd_sc_hd__o221ai_1: 5 / 5
sky130_fd_sc_hd__or3_1: 2 / 2
sky130_fd_sc_hd__nand3_1: 11 / 11
sky130_fd_sc_hd__nand3b_1: 2 / 2
sky130_fd_sc_hd__nor2b_1: 5 / 5
sky130_fd_sc_hd__a31oi_1: 4 / 4
sky130_fd_sc_hd__nor3_1: 7 / 7
sky130_fd_sc_hd__and3_1: 5 / 5
sky130_fd_sc_hd__nor2_1: 29 / 29
sky130_fd_sc_hd__dfrtp_1: 3 / 3
sky130_fd_sc_hd__xor2_1: 3 / 3
sky130_fd_sc_hd__a221o_1: 2 / 2
sky130_fd_sc_hd__clkdlybuf4s50_1: 0 / 32
sky130_fd_sc_hd__and2_1: 2 / 2
sky130_fd_sc_hd__o211ai_1: 7 / 7
sky130_fd_sc_hd__inv_1: 11 / 11
sky130_fd_sc_hd__fa_1: 2 / 2
sky130_fd_sc_hd__nand2_1: 35 / 35
sky130_fd_sc_hd__o22ai_1: 2 / 2
sky130_fd_sc_hd__nor3b_1: 2 / 2
sky130_fd_sc_hd__ha_1: 9 / 9
sky130_fd_sc_hd__nand2b_1: 11 / 11
sky130_fd_sc_hd__a22oi_1: 3 / 3
sky130_fd_sc_hd__clkbuf_8: 0 / 3
sky130_fd_sc_hd__a211oi_1: 4 / 4
sky130_fd_sc_hd__o21ai_0: 22 / 22
sky130_fd_sc_hd__inv_2: 2 / 2
sky130_fd_sc_hd__a21oi_1: 18 / 18
sky130_fd_sc_hd__a21o_1: 4 / 4
sky130_fd_sc_hd__mux2i_1: 2 / 2
## where the power goes
part | leakage, nW | switching, mW | internal [mW] | total (mW)
Sequential | 0.0262 | 0.000000000200 | 0.0137 | 0.0137
Clock | 0.0228 | 0.00809 | 0.0305 | 0.0386
Combinational | 0.769 | 0.0649 | 0.0568 | 0.122
Total | 0.818 | 0.0730 | 0.101 | 0.174
Power and IR drop assume default switching activity.
